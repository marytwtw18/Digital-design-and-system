## flow/config.mk

```make
export PLATFORM = sky130hd
export DESIGN_NAME = JAM
export DESIGN_NICKNAME = JAM
export VERILOG_FILES = /design/flow/design.v
export SDC_FILE = /design/flow/constraint.sdc
export NUM_CORES = 4
export LEC_CHECK = 1
export CORE_UTILIZATION = 30
```

## flow/constraint.sdc

```tcl
current_design JAM

set clk_period 15.1
set clk_io_pct 0.2

create_clock -name clk0 -period $clk_period [get_ports {clk}]

set non_clock_inputs [all_inputs -no_clocks]
set_input_delay [expr $clk_period * $clk_io_pct] -clock clk0 $non_clock_inputs
set_output_delay [expr $clk_period * $clk_io_pct] -clock clk0 [all_outputs]
```

## flow/design.v

```verilog
module JAM(
	clk,
	rst_n,
    in_valid,
    in_cost,
	out_valid,
    out_job,
	out_cost
);
	input clk, rst_n, in_valid;
	input [6:0] in_cost;
	output logic out_valid;
	output logic [3:0] out_job;  
	output logic [9:0] out_cost;  
	logic [6:0] in[64],in_reg[64];
	logic [9:0] cost_comb,best_cost_comb,best_cost_reg;
	logic [2:0] dic_list_comb [8],dic_list_reg [8],best_list_comb[8], best_list_reg[8];  
	logic en;
	logic out_valid_comb;
	logic [3:0] out_job_comb;
	logic [9:0] out_cost_comb;
	integer i = 0;
	logic [5:0] cnt_reg = 0 ,cnt = 0;
	logic [2:0] pivot,temp,temp2,temp3;
	logic [2:0] swapnum,swapnum_index;
	logic [1:0] cur_state,nxt_state;
	parameter IDLE = 2'd0; 
	parameter INPUT= 2'd1;
	parameter DIC = 2'd2;
	parameter OUT = 2'd3;
	assign en = (((dic_list_reg[0] == 3'd7 && dic_list_reg[1] == 3'd6)&&(dic_list_reg[2] == 3'd5 && dic_list_reg[3] == 3'd4)) && ((dic_list_reg[4] == 3'd3 && dic_list_reg[5] == 3'd2)&&(dic_list_reg[6] == 3'd1 && dic_list_reg[7] == 3'd0)))?1:0;
	always@(posedge clk or negedge rst_n) begin
		if(!rst_n) cur_state <= IDLE;
		else cur_state <= nxt_state;
	end
	always@* begin
		case(cur_state)
			IDLE: nxt_state = in_valid?INPUT:IDLE;
			INPUT: nxt_state = (cnt == 63)?DIC:INPUT;
			DIC: nxt_state = en?OUT:DIC;  
			OUT: nxt_state = (cnt == 8)?IDLE:OUT;
			default: nxt_state =  cur_state;
		endcase
	end
	always@* begin
		case(cur_state)
			INPUT:cnt = cnt_reg + 1;
			OUT: cnt = cnt_reg + 1;
			default: cnt = 0;
		endcase
	end
	always@(posedge clk or negedge rst_n) begin
		if(!rst_n) cnt_reg <= 0;
		else cnt_reg <= cnt;
	end
	always@* begin
		case(cur_state)
			IDLE: begin
				if(in_valid) begin
					for(i = 0;i < 64;i = i + 1) begin
						if(i == 0) in[i] = in_cost;  
						else in[i] = 0;
					end
				end
				else for(i = 0;i < 64;i = i + 1) in[i] = 0;
			end
			INPUT: begin
				for(i = 0;i < 64;i = i + 1) begin
					if(cnt == i)  in[i] = in_cost;
					else in[i] = in_reg[i];
				end
			end
			default: begin
				for(i = 0;i < 64;i = i + 1) in[i] = in_reg[i];
			end
		endcase
	end
	always@(posedge clk or negedge rst_n) begin
		if(!rst_n) for(i = 0;i < 64;i = i + 1) in_reg[i] <= 0;
		else for(i = 0;i < 64;i = i + 1) in_reg[i] <= in[i];
	end
	always@* begin
		pivot = 7;
		swapnum = 7;
		swapnum_index = 7;
		temp = 0;
		temp2 = 0;
		temp3 = 0;
		case(cur_state)	
			IDLE: begin
				cost_comb = 0;
				best_cost_comb = 1023;
				for(i = 0;i < 8;i = i + 1)  begin
					dic_list_comb[i] = i;
					best_list_comb[i] = i; 
				end
			end
			DIC: begin
				for(i = 0;i < 8;i = i + 1)  begin
					dic_list_comb[i] = dic_list_reg[i];
					best_list_comb[i] = best_list_reg[i]; 
				end
				cost_comb = ((in_reg[dic_list_reg[0]]+in_reg[8+dic_list_reg[1]])+(in_reg[16+dic_list_reg[2]]+in_reg[24+dic_list_reg[3]]))+((in_reg[32+dic_list_reg[4]]+in_reg[40+dic_list_reg[5]])+(in_reg[48+dic_list_reg[6]]+in_reg[56+dic_list_reg[7]]));
				best_cost_comb = best_cost_reg;
				if(cost_comb < best_cost_reg) begin
					best_cost_comb = cost_comb;
					for(i = 0;i < 8;i = i + 1)  begin
						best_list_comb[i] = dic_list_reg[i];
					end
				end
				if(dic_list_reg[6]<dic_list_reg[7]) pivot = 6;
				else if(dic_list_reg[5]<dic_list_reg[6]) pivot = 5;
				else if(dic_list_reg[4]<dic_list_reg[5]) pivot = 4;
				else if(dic_list_reg[3]<dic_list_reg[4]) pivot = 3;
				else if(dic_list_reg[2]<dic_list_reg[3]) pivot = 2;
				else if(dic_list_reg[1]<dic_list_reg[2]) pivot = 1;
				else if(dic_list_reg[0]<dic_list_reg[1]) pivot = 0;
				case(pivot)
					7: begin
						swapnum = 7;
						swapnum_index = 7;
					end
					6:begin
						if(dic_list_reg[7]<=swapnum && dic_list_reg[7] > dic_list_reg[6]) begin
							swapnum = dic_list_reg[7];
							swapnum_index = 7;
						end
					end
					5:begin
						if(dic_list_reg[6]<=swapnum && dic_list_reg[6] > dic_list_reg[5]) begin
							swapnum = dic_list_comb[6];
							swapnum_index = 6;
							if(dic_list_reg[7]<=swapnum && dic_list_reg[7] > dic_list_reg[5]) begin
								swapnum = dic_list_reg[7];
								swapnum_index = 7;
							end
						end 
					end
					4:begin
						if(dic_list_reg[5]<=swapnum && dic_list_reg[5] > dic_list_reg[4]) begin
							swapnum = dic_list_reg[5];
							swapnum_index = 5;
							if(dic_list_reg[6]<=swapnum && dic_list_reg[6] > dic_list_reg[4]) begin
								swapnum = dic_list_comb[6];
								swapnum_index = 6;
								if(dic_list_reg[7]<=swapnum && dic_list_reg[7] > dic_list_reg[4]) begin
									swapnum = dic_list_reg[7];
									swapnum_index = 7;
								end
							end
						end
					end
					3:begin
						if(dic_list_reg[4]<=swapnum && dic_list_reg[4] > dic_list_reg[3]) begin
							swapnum = dic_list_reg[4];
							swapnum_index = 4;
							if(dic_list_reg[5]<=swapnum && dic_list_reg[5] > dic_list_reg[3]) begin
								swapnum = dic_list_reg[5];
								swapnum_index = 5;
								if(dic_list_reg[6]<=swapnum && dic_list_reg[6] > dic_list_reg[3]) begin
									swapnum = dic_list_reg[6];
									swapnum_index = 6;
									if(dic_list_reg[7]<=swapnum && dic_list_reg[7] > dic_list_reg[3]) begin
										swapnum = dic_list_reg[7];
										swapnum_index = 7;
									end
								end
							end
						end
					end
					2:begin
						if(dic_list_reg[3]<=swapnum && dic_list_reg[3] > dic_list_reg[2]) begin
							swapnum = dic_list_reg[3];
							swapnum_index = 3;
							if(dic_list_reg[4]<=swapnum && dic_list_reg[4] > dic_list_reg[2]) begin
								swapnum = dic_list_reg[4];
								swapnum_index = 4;
								if(dic_list_reg[5]<=swapnum && dic_list_reg[5] > dic_list_reg[2]) begin
									swapnum = dic_list_reg[5];
									swapnum_index = 5;
									if(dic_list_reg[6]<=swapnum && dic_list_reg[6] > dic_list_reg[2]) begin
										swapnum = dic_list_reg[6];
										swapnum_index = 6;
										if(dic_list_reg[7]<=swapnum && dic_list_reg[7] > dic_list_reg[2]) begin
											swapnum = dic_list_reg[7];
											swapnum_index = 7;
										end
									end
								end
							end
						end
					end
					1:begin
						if(dic_list_reg[2]<=swapnum && dic_list_reg[2] > dic_list_reg[1]) begin
							swapnum = dic_list_reg[2];
							swapnum_index = 2;
							if(dic_list_reg[3]<=swapnum && dic_list_reg[3] > dic_list_reg[1]) begin
								swapnum = dic_list_reg[3];
								swapnum_index = 3;
								if(dic_list_reg[4]<=swapnum && dic_list_reg[4] > dic_list_reg[1]) begin
									swapnum = dic_list_reg[4];
									swapnum_index = 4;
									if(dic_list_reg[5]<=swapnum && dic_list_reg[5] > dic_list_reg[1]) begin
										swapnum = dic_list_reg[5];
										swapnum_index = 5;
										if(dic_list_reg[6]<=swapnum && dic_list_reg[6] > dic_list_reg[1]) begin
											swapnum = dic_list_reg[6];
											swapnum_index = 6;
											if(dic_list_reg[7]<=swapnum && dic_list_reg[7] > dic_list_reg[1]) begin
												swapnum = dic_list_reg[7];
												swapnum_index = 7;
											end
										end
									end
								end
							end
						end
					end
					0:begin
						if(dic_list_reg[1]<=swapnum && dic_list_reg[1] > dic_list_reg[0]) begin
							swapnum = dic_list_reg[1];
							swapnum_index = 1;
							if(dic_list_reg[2]<=swapnum && dic_list_reg[2] > dic_list_reg[0]) begin
								swapnum = dic_list_reg[2];
								swapnum_index = 2;
								if(dic_list_reg[3]<=swapnum && dic_list_reg[3] > dic_list_comb[0]) begin
									swapnum = dic_list_reg[3];
									swapnum_index = 3;
									if(dic_list_reg[4]<=swapnum && dic_list_reg[4] > dic_list_reg[0]) begin
										swapnum = dic_list_reg[4];
										swapnum_index = 4;
										if(dic_list_reg[5]<=swapnum && dic_list_reg[5] > dic_list_reg[0]) begin
											swapnum = dic_list_reg[5];
											swapnum_index = 5;
											if(dic_list_reg[6]<=swapnum && dic_list_reg[6] > dic_list_reg[0]) begin
												swapnum = dic_list_reg[6];
												swapnum_index = 6;
												if(dic_list_reg[7]<=swapnum && dic_list_reg[7] > dic_list_reg[0]) begin
													swapnum = dic_list_reg[7];
													swapnum_index = 7;
												end
											end
										end
									end
								end
							end
						end
					end
				endcase
				temp = dic_list_comb[pivot];
				dic_list_comb[pivot] = dic_list_comb[swapnum_index];
				dic_list_comb[swapnum_index] = temp;
				case(pivot)
					5:begin
						temp = dic_list_comb[7];
						dic_list_comb[7] = dic_list_comb[6];
						dic_list_comb[6] = temp;
					end
					4:begin
						temp = dic_list_comb[7];
						dic_list_comb[7] = dic_list_comb[5];
						dic_list_comb[5] = temp;
					end
					3:begin
						temp = dic_list_comb[7];
						temp2 = dic_list_comb[6];
						dic_list_comb[7] = dic_list_comb[4];
						dic_list_comb[6] = dic_list_comb[5];
						dic_list_comb[5] = temp2;
						dic_list_comb[4] = temp;
					end
					2:begin
						temp = dic_list_comb[7];
						temp2 = dic_list_comb[6];
						dic_list_comb[7] = dic_list_comb[3];
						dic_list_comb[6] = dic_list_comb[4];
						dic_list_comb[4] = temp2;
						dic_list_comb[3] = temp;
					end
					1:begin
						temp = dic_list_comb[7];
						temp2 = dic_list_comb[6];
						temp3 = dic_list_comb[5];
						dic_list_comb[7] = dic_list_comb[2];
						dic_list_comb[6] = dic_list_comb[3];
						dic_list_comb[5] = dic_list_comb[4];
						dic_list_comb[4] = temp3;
						dic_list_comb[3] = temp2;
						dic_list_comb[2] = temp;
					end
					0: begin
						temp = dic_list_comb[7];
						temp2 = dic_list_comb[6];
						temp3 = dic_list_comb[5];
						dic_list_comb[7] = dic_list_comb[1];
						dic_list_comb[6] = dic_list_comb[2];
						dic_list_comb[5] = dic_list_comb[3];
						dic_list_comb[3] = temp3;
						dic_list_comb[2] = temp2;
						dic_list_comb[1] = temp;
					end
				endcase
			end
			default: begin
				cost_comb = 0;
				best_cost_comb = best_cost_reg;
				for(i = 0;i < 8;i = i + 1)  begin
					dic_list_comb[i] = dic_list_reg[i];
					best_list_comb[i] = best_list_reg[i]; 
				end
			end
		endcase
	end
	always@(posedge clk or negedge rst_n) begin
		if(!rst_n) begin
			best_cost_reg <= 1023;
			for(i = 0;i < 8;i = i + 1)  begin
				dic_list_reg[i] <= i;
				best_list_reg[i] <= i; 
			end
		end
		else begin
			best_cost_reg <= best_cost_comb;
			for(i = 0;i < 8;i = i + 1)  begin
				dic_list_reg[i] <= dic_list_comb[i];
				best_list_reg[i] <= best_list_comb[i]; 
			end
		end
	end
	always@* begin
		case(cur_state)
			OUT: begin
				out_valid_comb = 1;
				out_cost_comb = best_cost_reg;
				out_job_comb = best_list_reg[cnt_reg]+1;
			end
			default: begin
				out_valid_comb = 0;
				out_cost_comb = 0;
				out_job_comb = 0;
			end
		endcase
	end
	always@(posedge clk or negedge rst_n) begin
		if(!rst_n) begin
			out_cost <= 0;
			out_valid <= 0;
			out_job <= 0;
		end
		else begin
			out_cost <= out_cost_comb;
			out_valid <= out_valid_comb;
			out_job <= out_job_comb;
		end
	end
endmodule
```

## flow/run.sh

```bash
#!/bin/bash
# OpenROAD 26Q1-2900-gdf79404cd8, Yosys 0.63+post, stock flow scripts
make -C /OpenROAD-flow-scripts/flow DESIGN_CONFIG=/design/flow/config.mk WORK_HOME=/design/flow/orfs finish
```

==> flow_summary.yaml <==
# synthesis and place-and-route metrics
global_routing:
  grt_pass1_wl_um: 152400
  grt_max_degree: 75
  antenna_found_initial: 0
  grt_usage_pct: 20.94
  grt_overflow: 0
  grt_pass1_vias: 23510
clock_tree:
  clk_pin_slew_ns: 0.06
  ctsResizeCount: 0
  hold_buffers: 0
  cts_setup_buffers: 0
  cts_made_buffers: 56
  cts_tree: "built"
  clockBufferDepth: 3
  h-tree-depth: 2
  cts_root_buf: "clkbuf_16"
  clock_latency_ns: 0.65
  numClockSinks: 531
routing:
  first_pass_iters: 6
  drt_wl_total_um: 98930
  drc: 0
  antenna_left: 0
  antennaDiodeCount: 0
  viasPerCell: 5.615
  num_vias: 24170
  wl_per_cell_um: 22.98
  drt_iter0_markers: 2390
flow_run:
  warnings: 29
  drv_cap: 0
power_and_ir_drop:
  p_per_area_nw_per_um2: 110.0
  power.leakage_nw: 14.15
  peakVddDrop_mv: 0.08011
final_timing:
  worst_slack_ns: 7.464
  hold_viol: 0
  rsz0062_at_grt: "no"
  worst_slew_pin_slew_ns: 0.8816
  finalClockPeriodUsage_pct: 50.57
  slew_viol_final: 0
  relSlewSlack_pct: 40.48
  period_minus_slack_ns: 7.636
  fmax_mhz: 131.0
  finClkSkew_ns: 0.02842
  setup_viol: 0
  setup_tns_ns: 0
worst_hold_path:
  hold_path_depth: 2
  hold_class: "reg -> reg"
  min_from: "in_reg[63][1]"
floorplanning:
  dieHeight_um: 314.1
  coreArea_um2: 96570
  die_area_um2: 98660
  io_pins: 25
  die_x_um: 314.1
  core_util_floorplan_pct: 30.26
  row_count: 114
layout:
  fin_cells: 4305
  largest_register_ffs: 448
  layout-drive-gt1-share_pct: 11.65
  area_growth_pct: 11.65
synth:
  netlist_area_um2: 29220
  synth_warnings: 7
  edf_count: 0
  ys_cells: 3071
  ys_types: 99
  ys_async_sr_fraction_pct: 100.0
  synth-area-yosys_um2: 29220
  synth_area_per_cell_um2: 9.516
  synth_flops: 531
  syn_inst: 3071
  ff_type: "dfrtp_1"
  postSynthSeqShare_pct: 45.62
setup_path:
  cp_slowest_cell: "dfstp_2"
  worst-setup-path-type: "reg -> reg"
  r2r_start: "dic_list_reg[2][1]"
  max_stage_delay_ns: 0.84
  worstSetupEndpointType: "register"
  required_ns: 15.63
  cp_data_arrival_time_ns: 8.16
  startpoint_type: "register"
  crit_fanout: 26
  cp-startpoint: "dic_list_reg[2][1]"
  rr_worst_depth: 29
placement:
  gp_congestion: 0.9847
  detailed_place_hpwl_um: 67270
  dp_cells: 4204
  pre_cts_slack_ns: 7.591
  port_buffers: 24
run_status:
  status: "finished clean"
-- metal layers --
layer	GRT usage (%)	share of wire, %	vias to the layer above	wire, um
met1	30.07	42	11890	41450
met4	9.945	5.9	0	5848
li1	-	-	11040	-
met2	30.64	44	977	44010
met5	0	0	-	0
met3	4.892	7.7	267	7625
-- cells in the mapped netlist (5+ instances only) --
cell / count / area [um^2]
clkinv_1: 8 / 30.03
nand4_1: 9 / 56.30
nor3_1: 18 / 90.09
dfrtp_1: 496 / 12410
nor2b_1: 19 / 118.9
dfstp_2: 35 / 919.6
o22ai_1: 24 / 150.1
inv_1: 109 / 409.1
a21oi_1: 70 / 350.3
clkbuf_1: 202 / 758.2
o21ai_0: 513 / 2567
o221ai_1: 10 / 87.58
nand2_1: 234 / 878.3
a22oi_1: 21 / 157.7
o31ai_1: 7 / 52.55
a221oi_1: 45 / 394.1
o211ai_1: 6 / 45.04
xnor2_1: 5 / 43.79
a311oi_1: 5 / 43.79
ha_1: 110 / 1376
mux4_2: 45 / 1013
fa_1: 41 / 820.8
nor4_1: 6 / 37.54
nand2b_1: 6 / 37.54
a211oi_1: 11 / 82.58
mux2_2: 34 / 382.9
a211oi_2: 5 / 62.56
a32oi_1: 8 / 70.07
a222oi_1: 5 / 50.05
buf_1: 41 / 153.9
and2_1: 7 / 43.79
mux2i_1: 57 / 570.6
a31oi_1: 21 / 131.4
a311o_1: 7 / 70.07
a2bb2oi_1: 14 / 122.6
a21o_1: 22 / 165.2
a22o_1: 18 / 157.7
and3_1: 13 / 81.33
a221o_1: 5 / 50.05
o21a_1: 9 / 67.56
nand3_1: 472 / 2362
o21ai_1: 12 / 60.06
nor2_1: 151 / 566.8
-- cell families after synthesis --
family,synth area share (%)
simple gates,15.91
compound gates,19.06
flops,45.62
buf+inv,4.842
fa+ha+maj,7.518
mux,6.778
xor+xnor,0.2697
-- worst max-delay path, delay by kind of cell, from the launching register on --
family,cells,cell delay [ns]
adder cells (fa/ha/maj),7,2.97
AND-OR/OR-AND,12,1.92
buffers and inverters,8,1.38
flip-flops,1,0.84
AND/OR/NAND/NOR,2,0.41
-- stage by stage --
step	util [%]	hold slack (ns)	total power, mW	area, um^2
5_1_grt	33.79	0.4917	3.754	32630
3_3_place_gp	31.86	0.4570	2.198	30770
3_5_place_dp	31.86	0.4710	2.204	30770
2_1_floorplan	-	0.4305	1.982	29220
4_1_cts	33.79	0.4854	3.623	32630
6_report	33.79	0.4786	3.590	32630
-- final cells by class --
type                    instances  area, um^2
inverters                     119       446.7
clock inverters                23       246.5
well taps                    1276        1597
fillers                      9647       63940
flip-flops and latches        531       13330
repair buffers                108       875.8
multi-input cells            2170       14520
clock buffers                  78        1615
-- worst paths after layout --
kind	endpoint	slack, ns
max	best_list_reg[1][1]	7.46
min	in_reg[63][1]	0.48
max reg2reg	best_list_reg[1][1]	7.46
min reg2reg	in_reg[63][1]	0.48
max in group asynchronous	dic_list_reg[4][1]	10.33
min in group asynchronous	in_reg[39][3]	2.32
-- layout by cell type (no fill, tap or decap), types with 11 or more instances in the layout --
| cell type | n |
|---|---|
| nor3_1 | 17 |
| nor2_1 | 151 |
| clkbuf_16 | 57 |
| a21o_1 | 22 |
| buf_4 | 84 |
| mux2i_1 | 57 |
| a211oi_1 | 11 |
| mux4_2 | 45 |
| and3_1 | 13 |
| a31oi_1 | 21 |
| a21oi_1 | 69 |
| a22o_1 | 18 |
| a221oi_1 | 45 |
| dfrtp_1 | 496 |
| nor2b_1 | 19 |
| a2bb2oi_1 | 14 |
| fa_1 | 41 |
| ha_1 | 110 |
| dfstp_2 | 35 |
| o21ai_0 | 513 |
| clkbuf_8 | 11 |
| o22ai_1 | 24 |
| nand2_1 | 227 |
| mux2_2 | 34 |
| nand3_1 | 472 |
| o21ai_1 | 12 |
| a22oi_1 | 21 |
| inv_1 | 109 |
| clkdlybuf4s50_1 | 23 |
-- power breakdown --
part,internal (mW),switching [mW]
clock,0.815,0.595
sequential,1.55,0.0707
combinational,0.204,0.360
total,2.56,1.03
Power figures rest on the tool's default switching activity, not on a simulated workload.
