<file path="/design/flow/run.sh">
#!/bin/bash
# OpenROAD 26Q1-2900-gdf79404cd8, Yosys 0.63+post, stock flow scripts
make -C /OpenROAD-flow-scripts/flow DESIGN_CONFIG=/design/flow/config.mk WORK_HOME=/design/flow/orfs finish
</file>
<file path="/design/flow/design.v">
module Conv(
  clk,
  rst_n,
  image_valid,
  filter_valid,
  in_data,
  out_valid,
  out_data
);
	input clk, rst_n, image_valid, filter_valid;
	input [3:0] in_data;
	output logic [15:0] out_data;
	output logic out_valid;
	logic out_valid_comb;
	logic signed [15:0] out_data_comb;
	logic signed [3:0] filter1 [5] ,filter1_reg [5];  
	logic signed [3:0] filter2 [5] ,filter2_reg [5];  
	logic signed [3:0] image[64] ,image_reg [64];
	logic signed [15:0] cov1[32] ,cov1_reg [32];
	logic signed [15:0] cov_final [16],cov_final_reg [16];
	integer i = 0;
	logic [7:0] cnt_reg = 0 ,cnt = 0;
	logic [2:0] cur_state,nxt_state;
	parameter IDLE = 3'd0; 
	parameter INPUT= 3'd1;
	parameter COV1 = 3'd2;
	parameter COV2 = 3'd3;
	parameter OUT = 3'd4;
	always@(posedge clk or negedge rst_n) begin
		if(!rst_n) cur_state <= IDLE;
		else cur_state <= nxt_state;
	end
	always@* begin
		case(cur_state)
			IDLE: nxt_state = (image_valid || filter_valid)?INPUT:IDLE;
			INPUT: nxt_state = ((!image_valid) &&(!filter_valid))?COV1:INPUT;
			COV1: nxt_state = COV2;
			COV2: nxt_state = OUT;
			OUT: nxt_state = (cnt == 16)?IDLE:OUT;
			default: nxt_state =  cur_state;
		endcase
	end
	always@* begin
		case(cur_state)
			INPUT: cnt = cnt_reg + 1;
			OUT: cnt = cnt_reg + 1;
			default: cnt = 0;
		endcase
	end
	always@(posedge clk or negedge rst_n) begin
		if(!rst_n) cnt_reg <= 0;
		else cnt_reg <= cnt;
	end
	always@* begin
		case(cur_state)
			IDLE: begin
				if(filter_valid) begin
					for(i = 0;i < 5;i = i + 1) begin
						if(cnt == i) filter1[i] = in_data;
						else filter1[i] = 0;
						filter2[i] = 0;
					end
					for(i = 0;i < 64;i = i + 1) image[i] = 0;
				end
				else begin
					for(i = 0;i < 5;i = i + 1) begin
						filter1[i] = 0;
						filter2[i] = 0;
					end
					for(i = 0;i < 64;i = i + 1) image[i] = 0;
				end
			end
			INPUT: begin
				for(i = 0;i < 5;i = i + 1) begin
					if(cnt == i) filter1[i] = in_data;
					else filter1[i] = filter1_reg[i];
				end
				for(i = 0;i < 5;i = i + 1) begin
					if(cnt == i+5) filter2[i] = in_data;
					else filter2[i] = filter2_reg[i];
				end
				for(i = 0;i < 64;i = i + 1) begin
					if(cnt == i+10) image[i] = in_data;
					else image[i] = image_reg[i];	
				end
			end
			default: begin
				for(i = 0;i < 5;i = i + 1) begin
					filter1[i] = filter1_reg[i];
					filter2[i] = filter2_reg[i];
				end
				for(i = 0;i < 64;i = i + 1) image[i] = image_reg[i];
			end
		endcase
	end
	always@(posedge clk or negedge rst_n) begin
		if(!rst_n) begin
			for(i = 0;i < 5;i = i + 1) begin
				filter1_reg[i] <= 0;
				filter2_reg[i] <= 0;
			end
			for(i = 0;i < 64;i = i + 1) image_reg[i] <= 0;
		end
		else begin
			for(i = 0;i < 5;i = i + 1) begin
				filter1_reg[i] <= filter1[i];
				filter2_reg[i] <= filter2[i];
			end
			for(i = 0;i < 64;i = i + 1) image_reg[i] <= image[i];
		end
	end
	always@* begin
		case(cur_state)
			IDLE: begin
				for(i = 0;i < 32;i = i + 1) begin
					cov1[i] = 0;
				end
			end
			INPUT: begin
				for(i = 0;i < 32;i = i + 1) begin
					cov1[i] = 0;
				end
			end
			COV1: begin
				for(i = 0;i < 32;i = i + 1) begin
					cov1[i] = image_reg[((i/4)*8)+i % 4]*filter1_reg[0]+image_reg[((i/4)*8)+i % 4+1]*filter1_reg[1]+image_reg[((i/4)*8)+i % 4+2]*filter1_reg[2]+image_reg[((i/4)*8)+i % 4+3]*filter1_reg[3]+image_reg[((i/4)*8)+i % 4+4]*filter1_reg[4];
				end
			end
			COV2:begin
				for(i = 0;i < 32;i = i + 1) begin
					cov1[i] = cov1_reg[i];
				end
			end
			OUT: begin
				for(i = 0;i < 32;i = i + 1) begin
					cov1[i] = cov1_reg[i];
				end
			end
			default: begin
				for(i = 0;i < 32;i = i + 1) begin
					cov1[i] = 0;
				end
			end
		endcase
	end
	always@(posedge clk or negedge rst_n) begin
		if(!rst_n) for(i = 0;i < 32;i = i + 1) cov1_reg[i] <= 0;
		else for(i = 0;i < 32;i = i + 1) cov1_reg[i] <= cov1[i];
	end
	always@* begin
		case(cur_state)
			IDLE: begin
				for(i = 0;i < 16;i = i + 1) begin
					cov_final[i] = 0;
				end
			end
			INPUT: begin
				for(i = 0;i < 16;i = i + 1) begin
					cov_final[i] = 0;
				end
			end
			COV1: begin
				for(i = 0;i < 16;i = i + 1) begin
					cov_final[i] = 0;
				end
			end
			COV2:begin
				for(i = 0;i < 16;i = i + 1) begin
					cov_final[i] = cov1_reg[((i/4)*4)+i % 4]*filter2_reg[0]+cov1_reg[((i/4)*4)+i%4+4]*filter2_reg[1]+cov1_reg[((i/4)*4)+i % 4+8]*filter2_reg[2]+cov1_reg[((i/4)*4)+i % 4+12]*filter2_reg[3]+cov1_reg[((i/4)*4)+i % 4+16]*filter2_reg[4];
				end
			end
			OUT: begin
				for(i = 0;i < 16;i = i + 1) begin
					cov_final[i] = cov_final_reg[i];
				end
			end
			default: begin
				for(i = 0;i < 16;i = i + 1) begin
					cov_final[i] = 0;  
				end
			end
		endcase
	end
	always@(posedge clk or negedge rst_n) begin
		if(!rst_n) for(i = 0;i < 16;i = i + 1) cov_final_reg[i] <= 0;
		else for(i = 0;i < 16;i = i + 1) cov_final_reg[i] <= cov_final[i];
	end
	always@* begin
		case(cur_state)
			OUT: begin
				out_valid_comb = 1;
				out_data_comb = cov_final_reg[cnt_reg];
			end
			default: begin
				out_valid_comb = 0;
				out_data_comb = 0;
			end
		endcase
	end
	always@(posedge clk or negedge rst_n) begin
		if(!rst_n) begin
			out_data <= 0;
			out_valid <= 0;
		end
		else begin
			out_data <= out_data_comb;
			out_valid <= out_valid_comb;
		end
	end
endmodule
</file>
<file path="/design/flow/config.mk">
export PLATFORM = sky130hd
export DESIGN_NAME = Conv
export DESIGN_NICKNAME = Conv
export VERILOG_FILES = /design/flow/design.v
export SDC_FILE = /design/flow/constraint.sdc
export NUM_CORES = 4
export LEC_CHECK = 1
export CORE_UTILIZATION = 30
</file>
<file path="/design/flow/constraint.sdc">
current_design Conv

set clk_period 24.7
set clk_io_pct 0.2

create_clock -name clk0 -period $clk_period [get_ports {clk}]

set non_clock_inputs [all_inputs -no_clocks]
set_input_delay [expr $clk_period * $clk_io_pct] -clock clk0 $non_clock_inputs
set_output_delay [expr $clk_period * $clk_io_pct] -clock clk0 [all_outputs]
</file>
==> metrics.sh <==
GLOBALROUTE.TOTALOVERFLOW=0
FINAL.HOLD.WORST_SLACK_NS=0.4828
CRIT_CHAIN='buf_4 > buf_4 > buf_4 > buf_4 > and2_1 > fa_1 > fa_1 > fa_1 > fa_1 > fa_1 > fa_1 > inv_1 > fa_1 > inv_1 > ha_1 > o21ai_0 > inv_1 > a21oi_1 > o211ai_1 > o21ai_0 > xor2_1 > o21ai_0'
POST-CTS-SETUP-BUFFER-COUNT=0
SYNTH.YOSYS.SEQ_AREA_SHARE=0.07859
LOGIC_AREA_SQ_MM=0.2448
POSTSYNTHCELLCOUNT=32620
ANT_NETS=0
SYNTH-EDFF-COUNT=0
SETUP.WORST_PATH.CLASS='reg2reg'
GLOBAL_ROUTE.USAGE.TOTAL=0.2148
FLOORPLAN.IO_PINS=25
YOSYS_AREA_SQ_MM=0.3076
WIRE_LENGTH_OF_THE_FIRST_GLOBAL_ROUTING_PASS_MM=1538
FILL_CELLS=102600
ROUTABILITYCONGESTION=0.9910
FIN_WORST_SKEW_NS=0.1203
MAXSLEWHEADROOM=0.2694
CORE-AREA_SQ_MM=1.021
FP-ROW-COUNT=371
NUMCTSBUFFERS=144
SYNTH-MAIN-FF-CELL='sky130_fd_sc_hd__dfrtp_1'
CLOCK_TREE_BUFFER_DEPTH=4
HOLD_PATH_CLASS='reg2reg'
CTS_MAX_LEVEL=4
CLKSINKCOUNT=966
OPENROAD.WARNINGS=85
DRT-WIRELENGTH-PER-CELL_MICRONS=22.23
ROUTE.DETAILED.DRC=0
VIAS_PER_CELL=4.555
DELAY_HEAVIEST_FAMILY_CP='adder cells'
SYNTHESIZED_AREA_PER_CELL_SQ_UM=9.429
TRITONCTS='done'
DETAILEDROUTE.FIRSTITERATIONVIOLATIONS=10630
CLK_PIN_SLEW_NS=0.08
WORST_SKEW_PAIR.LATE_LATENCY_NS=0.96
FLOORPLAN.DIE_AREA_SQ_MM=1.029
FIN_CRIT_NS=8.619
TNS_NS=0
LARGEST_REGISTER_FFS=384
PATH_MAX_FANOUT=40
REPORT.FINAL.HOLD_VIOL_COUNT=0
SETUP_VIOLATIONS=0
POST-ROUTE-PERIOD-UTIL=0.3490
SYNTHESIS.AREA_SQ_MM=0.3076
CP_SLOWEST_CELL='sky130_fd_sc_hd__buf_4'
DIE_Y_MM=1.015
PORT_BUFFERS=24
YOSYSWARNINGCOUNT=11
REGISTER_AREA_SQ_MM=0.02433
LAYOUT-DRIVE-GT1-SHARE=0.03910
FP.DIEW_MM=1.015
CRITPATHMOSTFREQUENTCELL='sky130_fd_sc_hd__fa_1'
RUN_STATUS='finished, final reports clean'
POST_SYNTH_MAIN_AREA_CONTRIBUTORS='sky130_fd_sc_hd__fa_1 48%, sky130_fd_sc_hd__inv_1 11%, sky130_fd_sc_hd__ha_1 10%'
FIRST_GLOBAL_VIAS=232500
CTS_ROOT_BUFFER='sky130_fd_sc_hd__clkbuf_16'
LAYOUT.CORE_UTILIZATION=0.3243
WORSTPATHBUFFERINVERTERCOUNT=7
PLACED_AREA_SQ_MM=0.3260
NUMBER_OF_DETAILED_ROUTE_ITERATIONS_IN_THE_FIRST_PASS=9
CRIT_PATH_START_KIND='flip-flop'
SYNTH_ASYNC_SR_FLOP_SHARE=1.000
GRT_START_MAX_NET_PINS=131
FP_UTIL=0.3012
MAXCAPVIOLCOUNT=0
WORST_SLEW_PIN_SLEW_NS=1.092
VIA_COUNT=209500
YS_CELLS=32620
ENDPOINT_KIND='flip-flop'
POST-DP-HPWL_MM=806.9
POST_DETAILED_ROUTING_WIRE_LENGTH_MM=1022
CRITICAL_PATH.MAX_STAGE_DELAY_NS=0.65
YOSYSTOPAREACELL='sky130_fd_sc_hd__fa_1'
CTSRESIZECOUNT=0
SYNTH_TOP_AREA_SHARE=0.4781
SYNTH.LIB_CELLS_USED.DISTINCT=70
RSZ0062_AT_GRT='false'
FFS_LATCHES_SYNTH=966
TOP_CELLS_BY_COUNT='8935 x sky130_fd_sc_hd__inv_1, 7346 x sky130_fd_sc_hd__fa_1, 3278 x sky130_fd_sc_hd__nand2_1'
CRITICAL_PATH_ARRIVAL_NS=9.40
FINAL_MAX_SLEW_VIOL_COUNT=0
AREA_DELTA_SYNTH_FINAL_PCT=7.675
POST-SYNTH-TOP-COUNT-CELL='sky130_fd_sc_hd__inv_1'
WORST_EP_REQUIRED_TIME_NS=25.48
CTS_HOLD_BUFFERS=0
GRT_ANTENNA_BEFORE_REPAIR=115
ACHIEVABLE-FREQUENCY_GHz=0.1160
POST-ROUTE-CELL-AREA_SQ_MM=0.3312
==> area by class of cell <==
type | instances | share of cell area
timing repair buffer | 800 | 0.01882
clock buffer | 186 | 0.01203
inverter | 8939 | 0.1014
sequential | 966 | 0.07346
multi-input combinational | 21290 | 0.7391
clock inverter | 69 | 0.002716
tap | 13610 | 0.05143
antenna | 135 | 0.001020
==> final timing paths <==
check | cells after the start | startpoint | end | slack [ns]
max reg2reg | 22 | filter2_reg[1][1] | cov_final_reg[11][14] | 16.08
max | 22 | filter2_reg[1][1] | cov_final_reg[11][14] | 16.08
min in group asynchronous | 1 | rst_n | out_data[2] | 4.00
max in group asynchronous | 5 | rst_n | cov1_reg[5][14] | 17.30
min | 1 | cov1_reg[17][10] | cov1_reg[17][10] | 0.48
min reg2reg | 1 | cov1_reg[17][10] | cov1_reg[17][10] | 0.48
==> stage by stage <==
stage	std cells	worst slack, ns
2_1_floorplan	32620	16.64
3_3_place_gp	45610	16.26
3_5_place_dp	45610	16.28
4_1_cts	45860	16.27
5_1_grt	45940	15.82
6_report	46000	16.08
==> cell families (layout without fill, tap and decap cells) <==
kind of cell	after synthesis	after routing	share of synthesized area
XOR/XNOR	1115	1115	0.03175
AND/OR/NAND/NOR	8115	8115	0.1338
adder cells (fa/ha/maj)	9894	9894	0.5813
AND-OR/OR-AND	1814	1814	0.03611
multiplexers	349	349	0.01174
buffers and inverters	10370	9994	0.1267
other	0	135	0
flip-flops	966	966	0.07859
==> cells in the final DEF, fill, tap and decap left out, types with 751 or more instances in the layout <==
cell	instances
sky130_fd_sc_hd__and2_1	2770
sky130_fd_sc_hd__inv_1	8931
sky130_fd_sc_hd__dfrtp_1	920
sky130_fd_sc_hd__nand2_1	3272
sky130_fd_sc_hd__fa_1	7345
sky130_fd_sc_hd__o21ai_0	751
sky130_fd_sc_hd__buf_4	763
sky130_fd_sc_hd__xnor2_1	848
sky130_fd_sc_hd__ha_1	2500
sky130_fd_sc_hd__nand2b_1	768
==> worst register-to-register path, delay by kind of cell (launching register included) <==
| kind | cells | cell delay [ns] |
|---|---|---|
| adders and majority gates | 8 | 3.63 |
| buffers and inverters | 7 | 2.41 |
| AOI/OAI and AO/OA | 5 | 1.41 |
| DFF | 1 | 0.63 |
| and+or+nand+nor | 1 | 0.24 |
| xor gates and xnor gates | 1 | 0.18 |
==> layer usage <==
metal	GRT usage	wire (microns)	part of all wire
met1	0.2533	358700	0.35
met2	0.3014	428900	0.42
met3	0.1496	169500	0.17
met4	0.09530	63460	0.062
met5	0.01499	1929	0.0019
